`config.mk`:
```
export PLATFORM = sky130hd
export DESIGN_NAME = alu
export DESIGN_NICKNAME = alu
export VERILOG_FILES = /design/flow/design.v
export SDC_FILE = /design/flow/constraint.sdc
export NUM_CORES = 4
export LEC_CHECK = 1
export CORE_UTILIZATION = 30
```
`constraint.sdc`:
```
current_design alu

set clk_period 17.8
set clk_io_pct 0.2

create_clock -name clk0 -period $clk_period

set non_clock_inputs [all_inputs -no_clocks]
set_input_delay [expr $clk_period * $clk_io_pct] -clock clk0 $non_clock_inputs
set_output_delay [expr $clk_period * $clk_io_pct] -clock clk0 [all_outputs]
```
`design.v`:
```
module alu (
    input  logic [31:0] a, b,
    input  logic [7:0]  op,
    output logic [31:0] y,
    output logic [3:0]  nzcv
);
    logic c;
    always_comb begin
        unique case (op)
            0: y = a;          
            1: y = a + b;      
            2: y = a - b;      
            3: y = a & b;      
            4: y = a | b;      
            5: y = a ^ b;      
            6: y = ~a;         
            7: y = a << b[4:0];  
            8: y = a >> b[4:0];  
            9: y = $signed(a) >>> b[4:0];  
            default: y = 32'hDEAD_BEEF;
        endcase
        c = (op==1) && (y < a);
        nzcv = {y[31], (y==0), c, 1'b0};  
    end
endmodule
```
`run.sh`:
```
#!/bin/bash
# OpenROAD 26Q1-2900-gdf79404cd8, Yosys 0.63+post, stock flow scripts
make -C /OpenROAD-flow-scripts/flow DESIGN_CONFIG=/design/flow/config.mk WORK_HOME=/design/flow/orfs finish
```
==> impl_metrics.tcl <==
# implementation run metrics
set metrics [dict create \
    n_fill_cell 3527 \
    power_frac_clock_pct 0 \
    dr.pass1.iters 5 \
    place_ws_ns 4.340 \
    dp.cells 1862 \
    fin_crit_sh_pct 76.07 \
    fin_crit_ns 13.54 \
    cts_setup_buffers 0 \
    core_area_mm2 0.03278 \
    critical_path_depth 28 \
    first_global_vias 10960 \
    start_kind "primary input" \
    syn_inst 1390 \
    ff_count 0 \
    gr-total-overflow 0 \
    ys_types 86 \
    hp-class "primary input to primary output" \
    placed_area_mm2 0.01145 \
    clkbuf_count 0 \
    cp_slowest_cell "clkdlybuf4s50_1" \
    vias 11820 \
    intPower_mw 0.1117 \
    top_area_share_pct 15.92 \
    io_pins 108 \
    crit_type "primary input to primary output" \
    die_h_um 185.1 \
    outcome "finished clean" \
    p_seq_share_pct 0 \
    yosys_area_mm2 0.01006 \
    yosysWarnings 1 \
    rsz0062_at_grt "no" \
    drc 0 \
    postSynthAreaPerCell_um2 7.239 \
    seq_area_um2 0 \
    slowest_delay_ns 0.49 \
    place_congestion 1.062 \
    cp-end-kind "primary output" \
    setup-tns-final_ns 0 \
    num_rows 66 \
    slew_violations 0 \
    drtAntennaViolNets 0 \
    syn_to_final_growth_pct 13.84 \
    track_usage_pct 29.74 \
    antenna_cells 0 \
    slew_headroom_pct 39.07 \
    path_buffers 4 \
    lay_top_cells "nand2_1, ha_1, a21oi_1, nor2_1, clkdlybuf4s50_1" \
    die_w_um 185.1 \
    stdcell_count 1862 \
    cp.arrival_ns 9.98 \
    top_area_cell "ha_1" \
    power.net_switching_mw 0.1774 \
    die-area_mm2 0.03428 \
    postLayoutCoreUtil_pct 34.94 \
    powerDensity_mw_per_mm2 25.24 \
    drive_above_1_share_pct 9.930 \
    p_leak_nw 4.518 \
    antenna_found_initial 1 \
    critical_path.top_delay_family "AND-OR/OR-AND gates" \
    maxCapViolations 0 \
    comb_area_mm2 0.009213 \
    crit_top_cell "a21o_1" \
    numPortBuffers 107 \
    syn_area_mm2 0.01006 \
    drt-initial-drc-count 1248 \
    ys_seq_share_pct 0 \
    ir_worst_vdd_v 0.00001206 \
    cp.required_ns 14.24 \
    warning_count 66 \
    wl_um 50020 \
    comb_power_share_pct 100.0 \
    grt_max_degree 65 \
    ys_cells 1390 \
    cts_resized 0 \
    final_common_cell "nand2_1" \
    path_max_fanout 26 \
    initial_core_util_pct 30.69 \
    finalSetupViolations 0 \
    wl_per_cell_um 26.86 \
    fin_ws_ns 4.260 \
    hold_depth 6 \
    topCellsByArea "ha_1, mux4_2, mux2i_1, nand2_1, a21oi_1" \
    final_area_mm2 0.01145 \
    max_freq_mhz 73.86 \
    place_hpwl_um 39410 \
    worst_slew_pin_slew_ns 0.9121 \
    switching_share_pct 61.36 \
    hold_violations 0 \
    drt-vias-per-instance 6.348 \
    holdBufCountCts 0 \
    grt_pass1_wl_um 73820 \
]
==> per-stage QoR <==
step / total power, mW / hold slack [ns]
2_1_floorplan: 0.1842 / 7.325
3_3_place_gp: 0.2818 / 8.383
3_5_place_dp: 0.2802 / 8.380
4_1_cts: 0.2820 / 8.389
5_1_grt: 0.3097 / 8.434
6_report: 0.2891 / 8.375
==> final timing paths <==
path / start / to / slack [ns]
min: b[3] / y[2] / 8.38
max: op[5] / nzcv[1] / 4.26
==> cells by family (layout without fill, tap and decap cells) <==
group	count (synthesis)	count (layout)	share of synthesized area (%)
buffers and inverters	203	233	8.480
AND/OR/NAND/NOR	434	434	20.82
multiplexers	122	122	19.22
XOR/XNOR	51	51	4.439
other	1	1	0.03727
adder cells (fa/ha/maj)	129	129	16.12
AND-OR/OR-AND	450	450	30.89
==> tightest hold or removal path, stage by stage <==
cell	delay [ns]
buf_2	0.17
nor2_1	0.15
o311a_1	0.17
a211oi_1	0.07
a211o_1	0.28
clkdlybuf4s50_1	0.42
==> synth_stat cells, types with 14 or more instances <==
master	instances
nand2_1	147
ha_1	128
a21oi_1	110
nor2_1	109
o21ai_0	82
inv_1	81
clkbuf_1	64
mux2i_1	56
mux4_2	56
xnor2_1	45
nand3_1	32
o211ai_1	29
buf_2	27
a21o_1	24
nand4_1	23
a211oi_1	21
a221oi_1	20
nor3_1	20
buf_1	18
a31oi_1	17
nor2b_1	14
o31ai_1	14
==> power by group through the flow <==
stage | Clock [mW] | Sequential, mW | Combinational [mW]
after CTS | 0 | 0 | 0.282
after global routing | 0 | 0 | 0.310
final | 0 | 0 | 0.289
==> layer usage <==
layer	GRT usage, %	up-vias	wire length, um
met5	0.8889	-	54
met4	10.71	4	2187
met3	5.291	128	4652
met2	45.22	733	22310
met1	42.30	5605	20810
li1	-	5350	-
==> layout make-up <==
| type | instances | share of cell area, % |
|---|---|---|
| multi-input cells | 1187 | 80.43 |
| inverters | 82 | 2.687 |
| well taps | 442 | 4.828 |
| repair buffers | 151 | 12.06 |
Power is estimated from default activity; no workload was simulated.
