`design.v`:
```
module regfile (
    input  logic        clk,
    input  logic        we,
    input  logic [3:0]  rs1, rs2, rd,
    input  logic [31:0] wd,
    output logic [31:0] rd1, rd2
);
    logic [31:0] regs[15:0];
    assign rd1 = (rs1 == 4'd0) ? 32'd0 : regs[rs1];
    assign rd2 = (rs2 == 4'd0) ? 32'd0 : regs[rs2];
    always_ff @(posedge clk) begin
        if (we && rd != 4'd0) regs[rd] <= wd;
    end
endmodule
```
`run.sh`:
```
#!/bin/bash
# OpenROAD 26Q1-2900-gdf79404cd8, Yosys 0.63+post, stock flow scripts
make -C /OpenROAD-flow-scripts/flow DESIGN_CONFIG=/design/flow/config.mk WORK_HOME=/design/flow/orfs finish
```
`config.mk`:
```
export PLATFORM = sky130hd
export DESIGN_NAME = regfile
export DESIGN_NICKNAME = regfile
export VERILOG_FILES = /design/flow/design.v
export SDC_FILE = /design/flow/constraint.sdc
export NUM_CORES = 4
export LEC_CHECK = 1
export CORE_UTILIZATION = 50
```
`constraint.sdc`:
```
current_design regfile

set clk_period 5.4
set clk_io_pct 0.2

create_clock -name clk0 -period $clk_period [get_ports {clk}]

set non_clock_inputs [all_inputs -no_clocks]
set_input_delay [expr $clk_period * $clk_io_pct] -clock clk0 $non_clock_inputs
set_output_delay [expr $clk_period * $clk_io_pct] -clock clk0 [all_outputs]
```
==> metrics.log <==
[report] extracting results
INFO  metric run_status = finished, final reports clean
INFO  metric reg_top3 = regs x480
INFO  metric synth_flop_count = 480
INFO  metric cell_types_with_the_highest_counts_after_synthesis = sky130_fd_sc_hd__edfxtp_1 (480), sky130_fd_sc_hd__mux4_2 (161), sky130_fd_sc_hd__mux2i_1 (86)
INFO  metric place.gp.congestion = 0.883
INFO  metric power_density = 326 nW/um^2
INFO  metric synth-edff-count = 480
INFO  metric timing.critical_path.slowest_cell_delay = 0.80 ns
INFO  metric setup_total_negative_slack = 0 ns
INFO  metric top_cells_by_area = sky130_fd_sc_hd__edfxtp_1 (65%), sky130_fd_sc_hd__mux4_2 (16%), sky130_fd_sc_hd__mux2i_1 (3.9%)
INFO  metric largest_register_ffs = 480
INFO  metric cts_hold_buf = 0
INFO  metric ys.warnings.count = 1
INFO  metric setup-violations-final = 0
INFO  metric syn-cell-area = 22000 sq um
INFO  metric netlist-cell-type-count = 35
INFO  metric worstPathCellList = clkdlybuf4s50_1 > or2_2 > buf_4 > a221oi_1 > nor3_1 > clkdlybuf4s50_1
INFO  metric min_from = wd[3]
INFO  metric max-vdd-ir-drop = around 0.28 mV
INFO  metric detail_route.drc_violations = 0
INFO  metric crit_start = rs1[2]
INFO  metric drt_pre_antenna_iters = 5
INFO  metric clock_sink_count = ~480
INFO  metric sequential_cell_area = roughly 14000 sq um
INFO  metric yosysTopAreaCell = sky130_fd_sc_hd__edfxtp_1
INFO  metric total_power = 8290 uW
INFO  metric fp.dieArea = 44900 sq um
INFO  metric resized_cells_post_cts = 0
INFO  metric grt_pass1_vias = 14100
INFO  metric synth_largest_type_area_fraction = around two thirds
INFO  metric worst-setup-path-type = input pin to primary output
INFO  metric hpwlAfterDp = 33100 um
INFO  metric postSynthCellCount = approximately 1200
INFO  metric tritoncts = done
INFO  metric fmax = 211 MHz
INFO  metric n_fill_cell = 3140
INFO  metric critPathLaunchType = input pin
INFO  metric cpMostUsedCell = sky130_fd_sc_hd__clkdlybuf4s50_1
INFO  metric numCtsBuffers = about 52
INFO  metric drive_above_1_share = between 20% and 30%
INFO  metric cp_num_buf_inv = 3
INFO  metric die_x = 212 um
INFO  metric track_usage = 30.2%
INFO  metric core_region_area = 43300 sq um
INFO  metric drt-wirelength-per-cell = 30.4 um
INFO  metric path_delay_family = buffers and inverters
INFO  metric synth.yosys.chip_area = about 22000 sq um
INFO  metric timing.final.hold_violations = 0
INFO  metric drt-initial-drc-count = 626
INFO  metric critical-path-slowest-cell = sky130_fd_sc_hd__or2_2
INFO  metric floorplan.io_pins = ~110
INFO  metric multi_input_gate_area_in_the_final_layout = between 7000 and 8000 sq um
INFO  metric min_path_type = input pin to flip-flop
INFO  metric cp_data_arrival_time = 3.67 ns
INFO  metric cts.clk_slew.worst_paths = approximately 0.060 ns
INFO  metric leakage_power_total = 0.00813 uW
INFO  metric hold-path-endpoint = regs[4][3]$_DFFE_PP_
INFO  metric whs_path_depth = 1
INFO  metric stage_log_warnings = 25
INFO  metric yosys_most_used_dff = sky130_fd_sc_hd__edfxtp_1
INFO  metric synth_area_per_cell = 18.8 sq um
INFO  metric timing.final.max_slew_violations = 0
INFO  metric crit_path_max_fanout = 27
INFO  metric areaGrowthSynthToFinish = 15.5%
INFO  metric clock_tree.buffer_depth = 3
INFO  metric worstSetupEndpointType = primary output
INFO  metric antenna_found_initial = 3
INFO  metric total_via_count_after_detailed_routing = 12500
INFO  metric largest_register = regs
INFO  metric htree_num_levels = 2
INFO  metric grt_pass1_wl = between 80000 and 90000 um
INFO  metric post-cts-setup-buffers = 0
INFO  metric max_cap_violations = 0
INFO  metric finalClockPeriodUsage = 87.9%
INFO  metric buffer_ports.inserted = 109
INFO  metric maxSlewHeadroom = around two fifths
INFO  metric yosys.cell_count.top_type = sky130_fd_sc_hd__edfxtp_1
INFO  metric die_h = 212 um
INFO  metric ant_nets = 0
INFO  metric grt_start_max_net_pins = 70
INFO  metric fp-row-count = around 76
INFO  metric async_reset_ff_share = 0%
INFO  metric totalWireLength = 58300 um
INFO  metric cp_data_required_time = 4.32 ns
INFO  metric period_minus_slack = around 4.7 ns
INFO  metric rsz0062_at_grt = false
INFO  metric worst-slew-pin-transition = around 0.93 ns
INFO  metric cts_root_buffer = sky130_fd_sc_hd__clkbuf_16
INFO  metric fp_util = ~50%
INFO  metric drt-vias-per-instance = 6.55
INFO  metric postSynthSeqShare = 65.4%
INFO  metric ys_cells = 1169
INFO  metric globalRoute.totalOverflow = 0
-- worst max path at each step --
| stage | end | slack (ns) | depth (start not counted) |
|---|---|---|---|
| CTS | rd1[0] | 0.66 | 6 |
| global route | rd1[21] | 0.51 | 6 |
| finish | rd1[21] | 0.65 | 6 |
-- power breakdown --
group / switching [uW] / internal (uW) / total [uW]
combinational: 396 / 378 / 774
clock: 1420 / 1880 / 3300
sequential: 29.5 / 4180 / 4210
-- layout by cell type (no fill, tap or decap), drive strengths merged --
master         synthesis  final
a21oi                 43     43
a221o                 21     21
a221oi                52     52
a22oi                 21     21
and2                   1      1
and2b                  1      1
and3                   1      1
and3b                  2      2
buf                   55     57
bufinv                 0      2
clkbuf                40     66
clkdlybuf4s50          0    102
clkinv                 0     27
diode                  0      2
edfxtp               480    480
inv                    0      1
mux2                  63     63
mux2i                 86     86
mux4                 161    161
nand2                  6      6
nand2b                 6      6
nand3                  1      1
nand3b                 2      2
nor2                  42     42
nor2b                  2      2
nor3                  35     35
nor3b                  3      3
o21ai                  1      1
o221a                 10     10
o22ai                 31     31
or2                    2      2
or3b                   1      1
-- layout make-up --
cell class	count	area share (%)
Antenna cell	2	0.0197
Clock buffer	66	5.41
Clock inverter	30	0.738
Multi-Input combinational cell	594	28.3
Sequential cell	480	56.7
Tap cell	585	2.88
Timing Repair Buffer	159	5.98
-- metrics by stage --
step           hold slack (ns)  cell area [sq um]  utilization [%]  instances  setup WS [ns]
2_1_floorplan             1.18              22000                -       1169           1.44
3_3_place_gp              1.98              23900             55.2       1818          0.686
3_5_place_dp              1.99              23900             55.2       1818          0.666
4_1_cts                   1.36              25400             58.8       1914          0.655
5_1_grt                   1.41              25400             58.8       1916          0.508
6_report                  1.38              25400             58.8       1916          0.654
-- metal layers --
layer,up-vias,track usage (%),part of all wire (%)
met3,104,21.8,17
met1,6301,41.1,34
met5,-,1.78,0.20
met2,848,42.6,46
met4,4,6.25,2.4
li1,5291,-,-
-- cells by family after synthesis --
family,Yosys count,share of synthesized area (%)
compound gates,179,6.21
buf+inv,95,2.44
flops,480,65.4
mux,310,23.6
simple gates,105,2.32
Power and IR drop assume default switching activity.
