`design/flow/design.v`:
```
module pc (
    input  logic        clk,
    input  logic        we,
    input  logic        inc,
    input  logic [31:0] din,
    output logic [31:0] pc
);
    always_ff @(posedge clk) begin
        if (we) pc <= din;
        else if (inc) pc <= pc + 32'd4;
    end
endmodule
```
`design/flow/run.sh`:
```
#!/bin/bash
# OpenROAD 26Q1-2900-gdf79404cd8, Yosys 0.63+post, stock flow scripts
make -C /OpenROAD-flow-scripts/flow DESIGN_CONFIG=/design/flow/config.mk WORK_HOME=/design/flow/orfs finish
```
`design/flow/config.mk`:
```
export PLATFORM = sky130hd
export DESIGN_NAME = pc
export DESIGN_NICKNAME = pc
export VERILOG_FILES = /design/flow/design.v
export SDC_FILE = /design/flow/constraint.sdc
export NUM_CORES = 4
export LEC_CHECK = 1
export CORE_UTILIZATION = 30
```
`design/flow/constraint.sdc`:
```
current_design pc

set clk_period 5.3
set clk_io_pct 0.2

create_clock -name clk0 -period $clk_period [get_ports {clk}]

set non_clock_inputs [all_inputs -no_clocks]
set_input_delay [expr $clk_period * $clk_io_pct] -clock clk0 $non_clock_inputs
set_output_delay [expr $clk_period * $clk_io_pct] -clock clk0 [all_outputs]
```
==> notes.org <==
* Flow results

** Clocking
- Once the clock tree was built, the setup fixing pass inserted 0 buffers.
- TritonCTS reports the number of clock sinks as 32.
- TritonCTS created 5 clock buffers.
- Max H-tree Level :: 2
- TritonCTS built the clock tree.
- Root Buffer :: sky130_fd_sc_hd__clkbuf_8
- Once the clock tree was built, the resizer swapped 0 gates to a different size.
- The report puts the hold buffer count at CTS at 0.
- Clock latency on the worst-skew pair, taken at its later pin, is 0.29 ns.
- Post-CTS clock slew at the launch and capture registers of the worst setup and hold paths :: 0.07 ns
- Per the CTS log, the buffer count on the longest clock path is 2.

** Critical path
- Critical path peak fanout :: 49
- For this design, the slowest cell found on the critical path is sky130_fd_sc_hd__clkdlybuf4s50_1.
- Sequence of cells on the critical path :: clkdlybuf4s50_1 > buf_4 > inv_1 > o311a_1 > a221o_1
- Worst Path Class, Setup :: primary input to flip-flop
- The data arrival time reported for the critical path is 2.81 ns.
- STA classifies the critical path startpoint as a primary input.
- Critical path capture point type :: flip-flop
- Critical path required time :: 5.34 ns
- Worst R2R Setup Slack :: 2.64 ns
- The timing report gives the biggest stage delay along the critical path as 0.45 ns.

** Final layout
- After filler insertion, the fill cell instance count of the layout stands at 606.
- The register with the most flip-flops in the layout has 32 of them.
- Largest registers :: pc (32)
- In the final layout, the share of cells above drive strength 1 is 6.642%.
- Once layout is complete, the cells apart from fillers number 348.
- Ranked by flip-flop count, first place goes to pc.
- Area of all placed cells without fillers :: 2825 um^2
- Layout Area Growth over Synthesis :: 41.39%

** Yosys
- Yosys warns :: 1
- The cell area that synthesis handed to floorplanning was 1998 um^2.
- In the synthesized netlist the dominant register cell turns out to be sky130_fd_sc_hd__edfxtp_1.
- In this run the biggest area consumer among cell types represents 48.09% of the synthesized area.
- Async set-or-reset flop fraction in the synthesized netlist :: 0%
- Synth top area cells :: sky130_fd_sc_hd__edfxtp_1 (48%), sky130_fd_sc_hd__o21ai_0 (5.3%), sky130_fd_sc_hd__xnor2_1 (5.3%)
- Summing the sequential cell areas from Yosys gives 48.09% of the chip area.
- Cells after synthesis :: 208
- Unique cell type count in the Yosys netlist :: 39
- Number of synthesized flops with an enable pin :: 32
- Chip area line of the yosys report :: 1998 um^2
- Yosys stat counts 208 cells in the synthesized netlist.
- Per the post-synthesis stats, the area per cell is 9.607 um^2.
- The cell type that accounts for the most area after synthesis is sky130_fd_sc_hd__edfxtp_1.
- The synthesis stat section lists a flop and latch total of 32.

** Place
- Number of placed instances, taps included :: 340
- Port buffering added 66 buffers.
- Placed Instance Area :: 2714 um^2
- The HPWL after detailed placement is 3349 um.
- At the end of routability-driven placement, the weighted congestion stood at 0.8078.

** Route
- Per the detail_route report, the via count comes to 1811.
- For this block, the initial DRC count from the detailed router was 75.
- The final antenna diode tally reported by the flow is 0.
- Total DRC errors in the routed layout :: 0
- Per the detailed-route log, wirelength across all metal layers totals 4876 um.
- For this run, the detailed router's first-pass iteration total came to 4.
- Wire per inst :: 14.01 um
- In this run the remaining antenna-violating nets after routing total 0.
- In the routed layout, each cell is associated on average with a via count of 5.204.

** Run status
- Outcome :: complete, no violations

** Timing
- Across the routed clock network, the largest skew measured is 0.003966 ns.
- Max-slew check failures listed in the final report amount to 0.
- Highest clock frequency the design can meet :: 361.2 MHz
- OpenROAD reports that the post-layout worst path occupies 52.23% of the period.
- Relative slew margins :: 48.58%
- Setup total negative slack :: 0 ns
- Final Critical Period :: 2.768 ns
- RSZ-0062 raised after global routing :: no
- Looking at the max-slew report, the worst-margin pin has a slew of 0.7714 ns.
- Final setup violation count :: 0
- The final hold violation count recorded for this run is 0.

** Power and ir drop
- The analysis attributes to cell leakage a power of 0.0009245 uW.
- Across the VDD grid, the largest voltage drop is 114.2 uV.
- Total power normalized to cell area comes to 254.2 nW/um^2.

** Job
- Max-cap violations :: 0
- Tool warnings :: 25

** Global route
- Total overflow reported by the global router :: 0
- Initial antenna violation count :: 0
- The global routing stage identified its most utilized layer as met1.
- Pin count of the biggest net entering global routing :: 50
- Global routing used 22.95% of the available met1 tracks.
- The number of global-route vias before repair is 1676.
- The global routing report lists met3 layer usage as 4.418%.
- Total global-route track usage over all layers is 14.49%.
- The first global-routing pass estimated 7955 um of wire.
- Global routing used 21.51% of the available met2 tracks.

** Floorplanning
- The horizontal die dimension reported for this design is 83.61 um.
- The chip occupies 6991 um^2.
- Init Core Util :: 31.29%
- Floorplan row count :: 29
- Total I/O pin count :: 67
- The floorplan step set the die height to 83.61 um.
- Per the OpenROAD floorplan log, the area of the core is 6386 um^2.

** Worst hold path
- Hold Crit Class :: flip-flop to flip-flop
## area by class of cell
cell class / count / area (um^2) / share of cell area [%]
clock buffer: 5 / 68.82 / 2.436
clock inverter: 3 / 42.54 / 1.506
inverter: 5 / 18.77 / 0.6643
multi-input combinational: 159 / 969.7 / 34.32
sequential: 32 / 960.9 / 34.01
tap: 77 / 96.34 / 3.410
timing repair buffer: 67 / 668.1 / 23.65
## through the flow
stage          util, %  worst slack, ns  hold WS (ns)  total power (uW)
2_1_floorplan        -            3.074        0.5996             398.4
3_3_place_gp     42.50            2.244        0.6714             490.1
3_5_place_dp     42.50            2.228        0.6770             490.3
4_1_cts          44.24            2.531        0.6925             725.8
5_1_grt          44.24            2.364        0.7371             753.7
6_report         44.24            2.532        0.6909             718.2
## worst max-delay path: cells and delay by family
kind	cells	cell delay, ns
buffers and inverters	3	1.24
AOI/OAI and AO/OA	2	0.49
## power by group
group / switching [uW] / internal [uW]
Clock: 94.8 / 139
Combinational: 43.0 / 90.4
Sequential: 38.1 / 313
## Yosys cell counts, types with 3 or more instances
library cell                n
sky130_fd_sc_hd__nand4_1    5
sky130_fd_sc_hd__nand2_1   25
sky130_fd_sc_hd__nor3_1     6
sky130_fd_sc_hd__o21ai_0   21
sky130_fd_sc_hd__clkbuf_1   9
sky130_fd_sc_hd__nand3_1   15
sky130_fd_sc_hd__o31ai_1    3
sky130_fd_sc_hd__nor4_1     5
sky130_fd_sc_hd__and3_1     3
sky130_fd_sc_hd__or3_1      4
sky130_fd_sc_hd__and2_1     3
sky130_fd_sc_hd__buf_2      3
sky130_fd_sc_hd__or4_1      6
sky130_fd_sc_hd__a31oi_1    9
sky130_fd_sc_hd__and4_1     3
sky130_fd_sc_hd__inv_1      5
sky130_fd_sc_hd__nor2_1    14
sky130_fd_sc_hd__xnor2_1   12
sky130_fd_sc_hd__edfxtp_1  32
## metal layers
| layer | vias up | wire, um |
|---|---|---|
| li1 | 919 | - |
| met1 | 815 | 2362 |
| met2 | 73 | 2025 |
| met3 | 4 | 462 |
| met4 | 0 | 26 |
| met5 | - | 0 |
## cells in the final DEF (no fill, tap or decap), types with 2 or more instances in the layout
cell / instances
sky130_fd_sc_hd__a221o_1: 2
sky130_fd_sc_hd__a31oi_1: 9
sky130_fd_sc_hd__and2_1: 3
sky130_fd_sc_hd__and3_1: 3
sky130_fd_sc_hd__and4_1: 3
sky130_fd_sc_hd__clkbuf_8: 5
sky130_fd_sc_hd__clkdlybuf4s50_1: 66
sky130_fd_sc_hd__edfxtp_1: 32
sky130_fd_sc_hd__inv_1: 5
sky130_fd_sc_hd__nand2_1: 25
sky130_fd_sc_hd__nand3_1: 15
sky130_fd_sc_hd__nand4_1: 5
sky130_fd_sc_hd__nor2_1: 14
sky130_fd_sc_hd__nor2b_1: 2
sky130_fd_sc_hd__nor3_1: 6
sky130_fd_sc_hd__nor4_1: 5
sky130_fd_sc_hd__o21ai_0: 21
sky130_fd_sc_hd__o31ai_1: 3
sky130_fd_sc_hd__or3_1: 4
sky130_fd_sc_hd__or3_2: 2
sky130_fd_sc_hd__or4_1: 6
sky130_fd_sc_hd__or4b_2: 2
sky130_fd_sc_hd__xnor2_1: 12
sky130_fd_sc_hd__xor2_1: 2
## path summary, 6_finish.rpt
kind	startpoint	endpoint	cells past startpoint
setup / recovery	we	pc[23]$_DFFE_PN_	5
setup reg to reg	pc[6]$_DFFE_PN_	pc[31]$_DFFE_PN_	4
hold reg to reg	pc[18]$_DFFE_PN_	pc[18]$_DFFE_PN_	2
hold / removal	pc[18]$_DFFE_PN_	pc[18]$_DFFE_PN_	2
## cell families after synthesis
group | after synthesis | synth area share, %
flops | 32 | 48.09
fa+ha+maj | 1 | 0.6261
compound gates | 40 | 12.40
xor+xnor | 14 | 6.137
buf+inv | 17 | 3.381
mux | 1 | 0.5635
simple gates | 103 | 28.80
No activity file was given, so power comes from the tool's default toggle rates.
